===== design/flow/run.sh =====
#!/bin/bash
# OpenROAD 26Q1-2900-gdf79404cd8, Yosys 0.63+post, stock flow scripts
make -C /OpenROAD-flow-scripts/flow DESIGN_CONFIG=/design/flow/config.mk WORK_HOME=/design/flow/orfs finish

===== design/flow/config.mk =====
export PLATFORM = sky130hd
export DESIGN_NAME = asynsc_fifo
export DESIGN_NICKNAME = asynsc_fifo
export VERILOG_FILES = /design/flow/design.v
export SDC_FILE = /design/flow/constraint.sdc
export NUM_CORES = 4
export LEC_CHECK = 1
export CORE_UTILIZATION = 30

===== design/flow/constraint.sdc =====
current_design asynsc_fifo

set clk_period 7.2
set clk_io_pct 0.2

create_clock -name clk0 -period $clk_period [get_ports {clk_rd}]
create_clock -name clk1 -period $clk_period [get_ports {clk_wt}]

set non_clock_inputs [all_inputs -no_clocks]
set_input_delay [expr $clk_period * $clk_io_pct] -clock clk0 $non_clock_inputs
set_output_delay [expr $clk_period * $clk_io_pct] -clock clk0 [all_outputs]

===== design/flow/design.v =====
`timescale 1ns / 1ps
module asynsc_fifo (
    input clk_wt, clk_rd, we, re,
    output reg full, empty,
    input [15:0] din,
    input rst_r,rst_w,
    output reg [15:0] dout
);
    integer j;
    reg  [3:0] b_rd_ptr;
    reg  [3:0] b_wt_ptr;
    wire [3:0] g_rd_ptr, g_wt_ptr;
    reg  [15:0] FIFO [0:15];
    wire [3:0]u1_sync1,u2_sync2;
    wor [3:0] g_rd_ptr_sync = 4'b0000, g_wt_ptr_sync = 4'b0000;
    wor [3:0] b_rd_ptr_sync = 4'b0000, b_wt_ptr_sync = 4'b0000;
    b2g b2g_w(b_wt_ptr, g_wt_ptr);
    b2g b2g_r(b_rd_ptr, g_rd_ptr);
      synchronizer  u1(
        .clk(clk_rd),
        .rst(rst_r),
        .din(g_wt_ptr),
        .dout(g_wt_ptr_sync));
      synchronizer u2(
        .clk(clk_wt),
        .rst(rst_r),
        .din(g_rd_ptr),
        .dout(g_rd_ptr_sync));
    g2b g2b_w(g_wt_ptr_sync,b_wt_ptr_sync);
    g2b g2b_r(g_rd_ptr_sync,b_rd_ptr_sync);
    initial begin
             for(j=0;j<=15;j=j+1) begin
                FIFO[j] = 16'h0000;
             end
        end
    always @(posedge clk_wt) begin
        if (rst_r)
            b_wt_ptr <= 0;
        else if (we) begin
            if((b_wt_ptr + 1'b1 )== b_rd_ptr_sync) begin
                full <= 1'b1;
             end 
            else begin
                FIFO[b_wt_ptr] <= din;
                b_wt_ptr <= (b_wt_ptr + 1);
            end 
        end
        end
    always@(posedge clk_rd) begin
        if (rst_r)
            b_rd_ptr <= 0;
        else if(re) begin
            if(b_rd_ptr == b_wt_ptr_sync) begin
                empty <= 1'b1;
            end 
            else  begin
                dout <= FIFO[b_rd_ptr];
                b_rd_ptr <= (b_rd_ptr + 1);
            end
        end
    end
endmodule
module b2g(
  input [3:0] in,
  output [3:0] out
);
assign out = {in[3], in[3]^in[2], in[2]^in[1], in[1]^in[0]};
endmodule
module g2b(
  input [3:0] in,
  output [3:0] out
);
  assign out[3] = in[3];
  assign out[2] = out[3] ^ in[2];
  assign out[1] = out[2] ^ in[1];
  assign out[0] = out[1] ^ in[0];
endmodule
module synchronizer (
  input clk, rst, 
  input [3:0]din, 
  output reg [3:0]dout,
  output reg [3:0]sync1
);
  always @(posedge clk) begin
    if (rst) begin
      sync1 <= 0;
      dout  <= 0;
    end 
    else begin
      sync1 <= din;
      dout  <= sync1;
    end
  end
endmodule

==> reports/highlights.md <==
## Critical path
* simple AND/OR/NAND/NOR gates — Crit path max-delay family
* primary input — crit start category
* 3 — buffers and inverters on the worst path
* 3.74 ns — arrival time at the worst endpoint
* 0.61 ns — Critical Path Max Stage Delay
* in2reg — type of the worst setup path
* 13 — crit path max fanout
* 7.42 ns — Worst Path Required
* sky130_fd_sc_hd__and3_1 — slowest cell on the critical path
* clkdlybuf4s50_1 > clkinv_1 > nor2_1 > and3_1 > buf_4 — Critical Path, Cell by Cell
* flip-flop — nature of the critical path endpoint

## Cells and area
* 2576 um2 — MI comb area
* 8653 um2 — Register Area
* 0.2546 — layout cell share with drive strength beyond 1
* sky130_fd_sc_hd__edfxtp_1 — most frequent logic cell in the layout
* 0.3611 — fin util
* sky130_fd_sc_hd__edfxtp_1, sky130_fd_sc_hd__mux4_2, sky130_fd_sc_hd__clkdlybuf4s50_1 — Top cells excl fill/tap
* 17.52% — signed area change from the synthesized netlist to the final layout
* 1101 — Cell Count, Final, Fillers Out
* 3306 — fill cell total of the finished layout

## Pwr
* 0.003782 W — overall power
* 0.2021 mV — Worst IR Drop VDD
* 284.0 nW/um2 — ratio of total power to cell area
* 4.136 nW — static leakage power

## CTS
* 0 — hold bufs inserted after CTS
* yes — clock tree from TritonCTS
* 296 — CTS Sinks
* 0.08 ns — CTS clock-pin slew for the worst setup and hold paths
* 0 — Post-CTS Setup Inserts
* 0 — Gates resized, CTS repair

## Synthesis
* 22.22 um2 — mean area per synthesized cell
* 296 — flops out of synthesis
* sky130_fd_sc_hd__edfxtp_1, sky130_fd_sc_hd__mux4_2, sky130_fd_sc_hd__dfxtp_1 — biggest area contributors in the synthesized netlist
* 510 — synthesized instance count
* 11330 um2 — synthesized chip area reported by yosys
* 0.7208 — Top cell area share
* 0 — FFs w/ async S/R, synth
* 34 — library cells used by synthesis
* sky130_fd_sc_hd__edfxtp_1 — prevailing post-synth register cell
* 510 — cell count listed in synth_stat.txt
* 2 — Synthesis Warnings
* 272 — number of enable flip-flop cells
* sky130_fd_sc_hd__edfxtp_1 — library cell occupying the most area in the post-synthesis netlist
* 0.7633 — portion of the post-synthesis area used by sequential elements
* 11330 um2 — cell area after synthesis

## GRT
* 0.1401 — fraction of met1 tracks used by global routing
* 34.62 mm — first-pass GRT wire length
* 45 — largest net degree at the start of global routing
* 0.1318 — Total GRT Usage
* 5799 — via count of the first global-routing pass
* 0.09272 — global-route track usage on met3
* 0 — overflow left after global routing
* met2 — layer carrying the most global-route usage
* 0.2170 — global routing usage on met2
* 0 — initial antenna violation count

## Min path
* reg2reg — class of the most critical hold timing path

## Timing
* 0 — number of failing hold endpoints at the final stage
* 0 ns — setup tns final
* 0 — setup violators final
* 0.4636 — remaining max-slew budget at the tightest pin
* 0 — max-slew violation count
* 0.8046 ns — transition time of the tightest slew-check pin
* 0.02068 ns — Clock Skew
* false — unrepaired setup endpoints after global routing
* 0.4522 ns — WHS

## Job
* 33 — tool warnings
* 0 — max-cap violations

## Placement
* 35 — count of buffers from port buffering
* 1048 — post-placement cell count
* 0.7960 — gpl congestion
* 12.31 mm — half-perimeter wire length of the detailed placement result

## Die
* 36870 um2 — core region area
* 0.3073 — Pre-Place Util
* 196.3 um — die extent in y
* 70 — Std-Cell Rows
* 38550 um2 — Total Die Area
* 40 — I/O pins
* 196.3 um — Die Span X

## Route
* 20.49 um — detail-routed net length per standard cell
* 0 — DRC Markers
* 4.579 — Avg Vias per Cell
* 0 — Antenna Cells
* 22.56 mm — sum of routed wire length over all layers
* 297 — first-iteration detailed-routing DRC count
* 0 — post-detailed-route count of antenna-violating nets
* 6 — iteration tally of the first detailed-router pass
* 5042 — routed vias

## Run status
* finished, final reports clean — outcome

## cell usage after synthesis (all sizes together) (2+ instances only)
cell type and instances:
mux2i 2, mux2 2, nor2 11, nand2 7, nor4 3, xor2 4, clkbuf 14, mux4 80
edfxtp 272, a21oi 4, xnor2 10, ha 11, buf 11, dfxtp 24, or3 4, and3 13
inv 5, nor2b 18, o21ai 3
## cell families (layout without fill, tap and decap cells)
family          count (synthesis)  in the layout  synth area share
compound gates                 12             12          0.007510
xor+xnor                       15             15           0.01292
fa+ha+maj                      11             11           0.01215
buf+inv                        31            117           0.01159
flops                         296            296            0.7633
mux                            84             84            0.1628
other cells                     1              2         0.0003310
simple gates                   60             60           0.02948
## worst reg2reg max path, cell delays in order (launching register included)
cell,delay [ns]
sky130_fd_sc_hd__dfxtp_1,0.45
sky130_fd_sc_hd__ha_1,0.33
sky130_fd_sc_hd__xnor2_1,0.11
sky130_fd_sc_hd__xnor2_1,0.34
sky130_fd_sc_hd__a211oi_4,0.12
sky130_fd_sc_hd__nor2_1,0.47
sky130_fd_sc_hd__and3_1,0.61
sky130_fd_sc_hd__buf_4,0.32
## final cells by class
type                            count  share of cell area
Clock inverter                     12            0.005731
Sequential cell                   296              0.6498
Clock buffer                       41             0.06267
Tap cell                          504             0.04736
Multi-Input combinational cell    184              0.1935
Timing Repair Buffer               58             0.03927
Inverter                            6            0.001691
## worst paths after layout
path,startpoint,to,slack (ns),depth (start not counted)
worst min-delay path,u1.sync1[3],u1.dout[3],0.45,1
worst min register to register,u1.sync1[3],u1.dout[3],0.45,1
min in group clk1,u2.sync1[3],u2.dout[3],0.45,1
worst max register to register,b_wt_ptr[0],FIFO[8][7],4.11,7
worst max-delay path,we,FIFO[8][7],3.68,5
max in group clk0,b_rd_ptr[0],dout[14],4.22,3
## per-layer routing
metal / routed length (um) / up-vias / share of wire
met5: 0 / - / 0
met4: 442 / 0 / 0.020
met3: 3418 / 31 / 0.15
met2: 11660 / 296 / 0.52
met1: 7042 / 2479 / 0.31
li1: - / 2236 / -
## power by group
group / switching, W / total [W] / internal (W)
Clock: 0.000633 / 0.00145 / 0.000813
Sequential: 0.0000442 / 0.00196 / 0.00192
Combinational: 0.000156 / 0.000372 / 0.000215
Total: 0.000834 / 0.00378 / 0.00295
## stage by stage
step	setup slack (ns)	area (um2)
detailed placement	3.172	12410
finish	3.676	13320
floorplan	3.263	11330
global route	3.543	13320
CTS	3.707	13320
global placement	3.305	12410
## flip-flops by register name (all words and copies together) (netlist names)
register and flops:
FIFO 256, dout 16, b_rd_ptr 4, b_wt_ptr 4
u1.dout 4, u1.sync1 4, u2.dout 4, u2.sync1 4
Power is estimated from default activity; no workload was simulated.
